## config.mk

```make
export PLATFORM = sky130hd
export DESIGN_NAME = traffic_light_controller2
export DESIGN_NICKNAME = traffic_light_controller2
export VERILOG_FILES = /design/flow/design.v
export SDC_FILE = /design/flow/constraint.sdc
export NUM_CORES = 4
export LEC_CHECK = 1
export CORE_UTILIZATION = 30
export SYNTH_HDL_FRONTEND = slang
```

## constraint.sdc

```tcl
current_design traffic_light_controller2

set clk_period 4.0
set clk_io_pct 0.2

create_clock -name clk0 -period $clk_period [get_ports {clk}]

set non_clock_inputs [all_inputs -no_clocks]
set_input_delay [expr $clk_period * $clk_io_pct] -clock clk0 $non_clock_inputs
set_output_delay [expr $clk_period * $clk_io_pct] -clock clk0 [all_outputs]
```

## design.v

```verilog
package light_package;
  typedef enum logic[1:0] {red,yellow,green} colors;
endpackage
import light_package ::*;            
module traffic_light_controller2(
  input 	clk, reset, 
  			e_str_sensor, w_str_sensor, 	 
			e_left_sensor, w_left_sensor, 	 
			ns_sensor,             			 
  output colors e_str_light, w_str_light, 	 
  				e_left_light, w_left_light,  
				ns_light					 
				);     
  logic s, sb, e, eb, w, wb, l, lb, n, nb;	  
   assign s  = e_str_sensor || w_str_sensor;					 	 
   assign sb = e_left_sensor || w_left_sensor || ns_sensor;			      
   assign e  = e_str_sensor || e_left_sensor;					 
	assign eb = w_str_sensor || w_left_sensor	|| ns_sensor; 
	assign w  = w_str_sensor || w_left_sensor;
	assign wb = e_str_sensor || e_left_sensor || ns_sensor;
	assign l  = e_left_sensor|| w_left_sensor;
	assign lb = w_str_sensor || e_str_sensor  || ns_sensor;
	assign n  = ns_sensor;
	assign nb = w_str_sensor || e_str_sensor  || e_left_sensor || w_left_sensor;
  typedef enum {GRRRR, YRRRR, ZRRRR, LRRRR, 	            
  	            RGRRR, RYRRR, RZRRR, RLRRR, 			    
	            RRGRR, RRYRR, RRZRR, RRLRR,				    
	            RRRGR, RRRYR, RRRZR, RRRLR, 			    
	            RRRRG, RRRRY, RRRRZ, RRRRL} tlc_states;     
	tlc_states    present_state, next_state;
	integer ctr4, next_ctr4,        
			ctr9, next_ctr9;      
  always_ff @(posedge clk)
	if(reset) begin
	  present_state <= RRRRL;
	  ctr4          <= 0;
	  ctr9         <= 0;
	end  
	else begin
	  present_state <= next_state;
	  ctr4          <= next_ctr4;
	  ctr9         <= next_ctr9;
	end  
  always_comb begin
	next_state = RRRRL;                             
	next_ctr4  = 0; 							    
	next_ctr9 = 0;
	case(present_state)
	  GRRRR: begin                            
	  	if(ctr9 == 8)  					    
 		  next_state = YRRRR;
	  	else if (ctr4 == 3 && (~s))				    
	  	  next_state = YRRRR;
	  	else begin								    
	  	  next_state = GRRRR;
	     if (sb || ctr4)			                        
		    next_ctr4  = ctr4+1;
        if (sb || ctr9)
			 next_ctr9 = ctr9+1;					    
	    end
	  end
	  YRRRR: next_state = ZRRRR;
	  ZRRRR: next_state = LRRRR;
	  LRRRR: begin          
	    if (e)
		  next_state = RGRRR;	                          
		else if (w)
		  next_state = RRGRR;							  
		else if (l)
		  next_state = RRRGR;							  
		else if (n)
		  next_state = RRRRG;							  
      else if (s)
		  next_state = GRRRR;
		else
		  next_state = LRRRR;	   
      end
	  RGRRR: begin 		                                  
      if(ctr9 == 8)  					   
 		  next_state = RYRRR;
	  	else if (ctr4 == 3 && (~e))				 
	  	  next_state = RYRRR;
	  	else begin								  
	  	  next_state = RGRRR;
	     if (eb || ctr4)			                     
		    next_ctr4  = ctr4+1;
        if (eb || ctr9)
			 next_ctr9 = ctr9+1;					  
	    end
	  end
	  RYRRR: next_state = RZRRR;
	  RZRRR: next_state = RLRRR;
	  RLRRR: begin
	   if (w)
		  next_state = RRGRR;	                         	     
		else if (l)
		  next_state = RRRGR;							
		else if (n)
		  next_state = RRRRG;							 
		else if (s)
		  next_state = GRRRR;							
      else if (e)
		  next_state = RGRRR;
		else
		  next_state = RLRRR;	   
      end
	  RRGRR: begin 
	   if(ctr9 == 8)  					   
 		  next_state = RRYRR;
	  	else if (ctr4 == 3 && (~w))				 
	  	  next_state = RRYRR;
	  	else begin								  
	  	  next_state = RRGRR;
	     if (wb || ctr4)			                     
		    next_ctr4  = ctr4+1;
        if (wb || ctr9)
			 next_ctr9 = ctr9+1;					  
	    end
	  end
	  RRYRR: next_state = RRZRR;
	  RRZRR: next_state = RRLRR;
	  RRLRR: begin
	   if (l)
		  next_state = RRRGR;	                         	     
		else if (n)
		  next_state = RRRRG;							
		else if (s)
		  next_state = GRRRR;							 
		else if (e)
		  next_state = RGRRR;							
      else if (w)
		  next_state = RRGRR;
		else
		  next_state = RRLRR;	   
      end
	  RRRGR: begin 
	   if(ctr9 == 8)  					   
 		  next_state = RRRYR;
	  	else if (ctr4 == 3 && (~l))				 
	  	  next_state = RRRYR;
	  	else begin								  
	  	  next_state = RRRGR;
	     if (lb || ctr4)			                     
		    next_ctr4  = ctr4+1;
        if (lb || ctr9)
			 next_ctr9 = ctr9+1;					  
	    end
	  end
	  RRRYR: next_state = RRRZR;
	  RRRZR: next_state = RRRLR;
	  RRRLR: begin
	   if (n)
		  next_state = RRRRG;	                         	     
		else if (s)
		  next_state = GRRRR;							
		else if (e)
		  next_state = RGRRR;							 
		else if (w)
		  next_state = RRGRR;							
      else if (l)
		  next_state = RRRGR;
		else
		  next_state = RRRLR;	   
      end
	  RRRRG: begin 
	   if(ctr9 == 8)  					   
 		  next_state = RRRRY;
	  	else if (ctr4 == 3 && (~n))				 
	  	  next_state = RRRRY;
	  	else begin								  
	  	  next_state = RRRRG;
	     if (nb || ctr4)			                     
		    next_ctr4  = ctr4+1;
        if (nb || ctr9)
			 next_ctr9 = ctr9+1;					  
	    end
	  end
	  RRRRY: next_state = RRRRZ;
	  RRRRZ: next_state = RRRRL;
	  RRRRL: begin
	   if (s)
		  next_state = GRRRR;	                         	     
		else if (e)
		  next_state = RGRRR;							
		else if (w)
		  next_state = RRGRR;							 
		else if (l)
		  next_state = RRRGR;							
      else if (n)
		  next_state = RRRRG;
		else
		  next_state = RRRRL;	   
      end
    endcase
  end
	always_comb begin
	  e_str_light  = red;                 
	  w_str_light  = red;				  
	  e_left_light = red;
	  w_left_light = red;
	  ns_light     = red;
	  case(present_state)       
		GRRRR:   begin 
			e_str_light = green;
			w_str_light = green;
		end
		YRRRR:   begin 
			e_str_light = yellow;
			w_str_light = yellow;
		end 
		ZRRRR:   begin 
			e_str_light = yellow;
			w_str_light = yellow;
		end
		RGRRR:   begin 
			e_str_light = green;
			e_left_light = green;
		end 
		RYRRR:   begin 
			e_str_light = yellow;
			e_left_light = yellow;
		end 
		RZRRR:   begin 
			e_str_light = yellow;
			e_left_light = yellow;
		end 
		RRGRR:   begin 
			w_left_light = green;
			w_str_light = green;
		end 
		RRYRR:   begin 
			w_left_light = yellow;
			w_str_light = yellow;
		end 
		RRZRR:   begin 
			w_left_light = yellow;
			w_str_light = yellow;
		end
		RRRGR:   begin 
			w_left_light = green;
			e_left_light = green;
		end 
		RRRYR:   begin 
			w_left_light = yellow;
			e_left_light = yellow;
		end 	
		RRRZR:   begin 
			w_left_light = yellow;
			e_left_light = yellow;
		end
		RRRRG:   begin 
			ns_light = green;
		end 	
		RRRRY:   begin 
			ns_light = yellow;
		end 	
		RRRRZ:   begin 
			ns_light = yellow;
		end 	
      endcase
	end
endmodule
```

## run.sh

```bash
#!/bin/bash
# OpenROAD 26Q1-2900-gdf79404cd8, Yosys 0.63+post, stock flow scripts
make -C /OpenROAD-flow-scripts/flow DESIGN_CONFIG=/design/flow/config.mk WORK_HOME=/design/flow/orfs finish
```

==> impl_metrics.ini <==
; implementation run metrics
[synthesis]
ys_seq_frac = 0.400
synth_chip_area_mm2 = 0.00420
yosys_cells = 456
synthDistinctLibCells = 53
synthesis.instances = 456
synthArstFlopShare = 0
avgSynthCellArea_um2 = 9.22
edf_count = 0
synth_area_mm2 = 0.00420
synth-main-ff-cell = sky130_fd_sc_hd__dfxtp_1
synth_warnings = 0
numSynthFlops = 84

[clock_tree]
cts_inserted_buffers = 9
post_cts.repair.setup_buffers = 0
latency_at_later_pin_ps = 330
clockBufferDepth = 2
cts_tree = built
clock_tree.root_cell = sky130_fd_sc_hd__clkbuf_16
cts_htree_levels = 3
ctsHoldBuffers = 0
clock_sink_count = 84
clk_pin_slew_worst_paths_ps = 60
cts_resized = 0

[final_timing]
maxClockFrequency_mhz = 329
finalCritPeriodShare = 0.760
timing.final.max_slew_violations = 0
final_setup_tns_ps = 0
worstMarginPinSlew_ps = 698
slew-limit-headroom = 0.531
final_hold_viol_count = 0
timing.clock.skew_ps = 8.10
final_period_minus_worst_setup_slack_ps = 3040
setup_violations = 0
rsz_0062_raised_after_global_routing = false

[pwr]
total_leakage_power_nw = 1.71
total_power_consumption_mw = 1.75
worst_ir_drop_vdd_mv = 0.205
pwr_density_cell_mw_per_mm2 = 362

[floorplan]
fp-utilization = 0.313
core_mm2 = 0.0135
die.size.x_um = 120
standard_cell_row_count = 42
chip_area_mm2 = 0.0145
die_h_um = 120
io_pins = 17

[place]
placement.io_buffers = 16
hpwlAfterDp_um = 5500
final_wtd_congestion = 0.938

[cells_and_area]
layout-drive-gt1-share = 0.176
area_delta_synth_final_pct = 14.8
layout.core_utilization = 0.359
layout.filler_cells = 1351
layout.area.comb_mm2 = 0.00239
seqCellArea_mm2 = 0.00168

[hold_path]
min_delay_path_depth = 1
worst_hold_path_type = flip-flop to flip-flop
min_from = present_state[15]
min_to = present_state[10]

[job]
maxCapViolCount = 0
warnings = 27

[critical_path]
reg2reg_to = ctr4[17]
critical_path_fanouts_max = 32
timing.critical_path.cells = clkdlybuf4s50_1, or2_0, o32ai_2, o22ai_1, a221o_1, o41ai_4, buf_12, nor2_1
cp-startpoint = w_str_sensor
crit_path_max_incr_delay_ps = 500
setup.worst_path.end_class = flip-flop
regToRegSetupSlack_ps = 1140
crit_path_top_delay_cell = sky130_fd_sc_hd__clkdlybuf4s50_1
critPathLaunchType = input port
timing.critical_path.arrival_ps = 3260
worstPathRequired_ps = 4220
worstRegToRegCells = 9
worst-setup-path-type = input port to flip-flop
critical_path.n_buffers_inverters = 2
worst_path_dominant_cell_family = AND-OR/OR-AND gates
r2r-start = ctr4[0]

[global_route]
overflow = 0
largest_net_degree_at_the_start_of_global_routing = 33
first_pass_grt_wire_length_um = 14000
grt_pass1_vias = 3060
number_of_antenna_violations_at_the_first_check_in_global_routing = 0
gr-usage-all-layers = 0.117

[outcome]
status = complete, no violations

[detailed_routing]
total_wire_length_after_detailed_routing_um = 7890
drt_pass1_iterations = 4
detail_route.iter0.violations = 221
detail_route.wl_per_cell_um = 12.1
via_per_inst = 4.82
drcViolationCount = 0
detail-route-antenna-nets = 0
routed-via-count = 3155
antenna_cells_inserted = 0
[power breakdown]
group / total [mW] / internal [mW] / switching (mW)
Combinational: 0.0807 / 0.0333 / 0.0473
Clock: 0.822 / 0.487 / 0.335
Sequential: 0.845 / 0.840 / 0.00474
[flip-flops by register name (all words and copies together) (netlist names)]
signal and count:
present_state 20, ctr4 32, ctr9 32
[synthesized netlist by cell type (5+ instances only)]
cell                      instances  area share
sky130_fd_sc_hd__nor3_1           9       0.011
sky130_fd_sc_hd__nand2_1         23       0.021
sky130_fd_sc_hd__nor4_4           8       0.040
sky130_fd_sc_hd__nor2_2          30       0.045
sky130_fd_sc_hd__inv_1           13       0.012
sky130_fd_sc_hd__and3_1          15       0.022
sky130_fd_sc_hd__nand4_1         13       0.019
sky130_fd_sc_hd__xnor2_1         22       0.046
sky130_fd_sc_hd__o21ai_0          9       0.011
sky130_fd_sc_hd__nor2b_1          7       0.010
sky130_fd_sc_hd__nor2_1          60       0.054
sky130_fd_sc_hd__or2_2           11       0.016
sky130_fd_sc_hd__xor2_1          38       0.079
sky130_fd_sc_hd__nor3b_1          5      0.0089
sky130_fd_sc_hd__a21oi_1         12       0.014
sky130_fd_sc_hd__nand3_1         25       0.030
sky130_fd_sc_hd__dfxtp_1         84        0.40
sky130_fd_sc_hd__and4_1           6       0.012
[cells in the final DEF (no fill, tap or decap), drive strengths merged, types with 5 or more instances in the layout]
| cell type | n |
|---|---|
| clkbuf | 9 |
| nor3 | 9 |
| o21ai | 9 |
| nor2 | 90 |
| nand3 | 25 |
| dfxtp | 84 |
| nor3b | 5 |
| nand4 | 17 |
| xnor2 | 22 |
| a21oi | 12 |
| and3 | 17 |
| clkdlybuf4s50 | 16 |
| and4 | 6 |
| inv | 16 |
| nor2b | 7 |
| nand2 | 23 |
| or2 | 14 |
| nor4 | 15 |
| xor2 | 38 |
[logic make-up after synthesis]
logic type,Yosys count,synth area share
compound gates,46,0.0863
xor+xnor,60,0.125
fa+ha+maj,4,0.0119
buf+inv,26,0.0342
flops,84,0.400
simple gates,236,0.343
[metal layers]
layer,global-route usage,wire (µm),vias up
met1,0.174,3970,1474
met2,0.180,3460,52
li1,-,-,1616
met5,0,0,-
met3,0.0212,258,13
met4,0.0262,199,0
[final cells by class]
class,instances,share of cell area
multi-input combinational,346,0.495
sequential,84,0.348
clock buffer,9,0.0467
tap,176,0.0456
timing repair buffer,18,0.0389
clock inverter,7,0.0148
inverter,14,0.0109
[how the worst max path moves through the flow]
stage | endpoint | cells past startpoint
4_1_cts | ctr4[17] | 8
5_1_grt | ctr4[16] | 8
6_report | ctr4[17] | 8
[through the flow]
stage | area [µm²] | hold WS, ps | std cells | setup slack, ps
floorplan | 4200 | 410 | 456 | 1320
global placement | 4530 | 441 | 638 | 689
detailed placement | 4530 | 453 | 638 | 624
CTS | 4830 | 464 | 654 | 982
global route | 4830 | 477 | 654 | 817
finish | 4830 | 462 | 654 | 962
