**flow/constraint.sdc**
```tcl
current_design traffic_light_controller1

set clk_period 5.0
set clk_io_pct 0.2

create_clock -name clk0 -period $clk_period [get_ports {clk}]

set non_clock_inputs [all_inputs -no_clocks]
set_input_delay [expr $clk_period * $clk_io_pct] -clock clk0 $non_clock_inputs
set_output_delay [expr $clk_period * $clk_io_pct] -clock clk0 [all_outputs]
```
**flow/design.v**
```verilog
package light_package;
  typedef enum logic[1:0] {red,yellow,green} colors;
endpackage
import light_package ::*;            
module traffic_light_controller1(
  input         clk, reset, 
                ew_str_sensor, ew_left_sensor, ns_sensor,   
  output colors ew_str_light, ew_left_light, ns_light);     
  typedef enum {GRR, YRR, ZRR, LRR, RGR, RYR, RZR, RLR, RRG, RRY, RRZ, RRL} tlc_states;  
  tlc_states    present_state, next_state;
  integer ctr4, next_ctr4,        
          ctr9, next_ctr9;      
  always_ff @(posedge clk)
    if(reset) begin
	    present_state <= RRL;
      ctr4          <= 0;
      ctr9         <= 0;
    end  
	else begin
	    present_state <= next_state;
      ctr4          <= next_ctr4;
      ctr9         <= next_ctr9;
    end  
  always_comb begin
    next_state = RRL;             
    next_ctr4  = 0; 	          
    next_ctr9 = 0;
    case(present_state)
      GRR: begin 
		  if(ctr9 == 8) begin
		     next_state = YRR;
		  end else if (ctr4 == 3 ) begin
		     next_state = YRR;
		  end	else begin
			  next_state = GRR;
			 if ((~ew_str_sensor) || ctr4)			                     
				next_ctr4  = ctr4+1;
          if (ew_left_sensor || ns_sensor || ctr9)
				next_ctr9 = ctr9+1;
			end
		end  
      YRR: begin
		     next_state = ZRR;
      end
      ZRR: begin
		     next_state = LRR;
      end
      LRR: begin
		if(ew_left_sensor) next_state = RGR; 		
		else if(ns_sensor) next_state = RRG;
		else if(ew_str_sensor) next_state = GRR;
		else next_state = LRR;
      end
      RGR: begin
		if (ctr9 == 8) begin
		     next_state = RYR;
		  end else if(ctr4 == 3)  begin
		     next_state = RYR;
		  end	else begin
			 next_state = RGR;
			 if ((~ew_left_sensor) || ctr4)			                     
				next_ctr4  = ctr4+1;
          if (ew_str_sensor || ns_sensor || ctr9)
				next_ctr9 = ctr9+1;
		  end
      end
      RYR: begin
		     next_state = RZR;
      end
      RZR: begin
		     next_state = RLR;
      end
      RLR: begin
		if(ns_sensor) next_state = RRG; 		
		else if(ew_str_sensor) next_state = GRR;
		else if(ew_left_sensor) next_state = RGR;
		else next_state = RLR;	
      end
      RRG: begin
		  if(ctr9 == 8) begin
		     next_state = RRY;
		  end else if (ctr4 == 3 ) begin
		     next_state = RRY;
		  end	else begin					
			 next_state = RRG;
			 if ((~ns_sensor) || ctr4)			                     
				next_ctr4  = ctr4+1;
          if (ew_left_sensor || ew_str_sensor || ctr9)
				next_ctr9 = ctr9+1;
		  end
      end
      RRY: begin
		     next_state = RRZ;
      end
      RRZ: begin
		     next_state = RRL;
      end
      RRL: begin
		if(ew_str_sensor) next_state = GRR;
		else if(ew_left_sensor) next_state = RGR;
		else if(ns_sensor) next_state = RRG; 
		else next_state = RRL;      
      end
    endcase
  end
  always_comb begin
      ew_str_light  = red;                 
	  ew_left_light = red;
	  ns_light      = red;
    case(present_state)       
        GRR:     ew_str_light  = green;
	    YRR,ZRR: ew_str_light  = yellow;   
	    RGR:     ew_left_light = green;
	    RYR,RZR: ew_left_light = yellow;
	    RRG:     ns_light      = green;
	    RRY,RRZ: ns_light      = yellow;
    endcase
  end
endmodule
```
**flow/config.mk**
```make
export PLATFORM = sky130hd
export DESIGN_NAME = traffic_light_controller1
export DESIGN_NICKNAME = traffic_light_controller1
export VERILOG_FILES = /design/flow/design.v
export SDC_FILE = /design/flow/constraint.sdc
export NUM_CORES = 4
export LEC_CHECK = 1
export CORE_UTILIZATION = 40
export SYNTH_HDL_FRONTEND = slang
```
**flow/run.sh**
```bash
#!/bin/bash
# OpenROAD 26Q1-2900-gdf79404cd8, Yosys 0.63+post, stock flow scripts
make -C /OpenROAD-flow-scripts/flow DESIGN_CONFIG=/design/flow/config.mk WORK_HOME=/design/flow/orfs finish
```
==> results.json <==
{
  "power_mw": 1.13,
  "start_kind": "primary input",
  "clkTransAtPathRegs_ps": 70,
  "htreeDepth": 3,
  "rsz0062_at_grt": "false",
  "tritoncts": "done",
  "post-synth-top-area-cell": "dfxtp_1",
  "synth.area.top_cells": "dfxtp_1, nor2_1, xnor2_1",
  "core_area_mm2": 0.00838,
  "yosys_warnings": 0,
  "synth_area_per_cell_um2": 8.49,
  "antenna_found_initial": 0,
  "area_delta_synth_final_pct": 9.70,
  "hold_viol_final": 0,
  "finalMaxSlewViolations": 0,
  "hold_buffers": 0,
  "ys_seq_share": 0.429,
  "drive_gt1_frac": 0.0510,
  "warnings": 27,
  "setup_violations": 0,
  "antenna_cells": 0,
  "wirelength_um": 6690,
  "worst-endpoint-arrival_ps": 2790,
  "lay_top_count": "nor2_1",
  "die_area_mm2": 0.00925,
  "dp.final_hpwl_um": 4600,
  "skew_ps": 8.34,
  "max-cap-violations": 0,
  "drc": 0,
  "top_level_ports": 11,
  "top_area_frac": 0.429,
  "gp_congestion": 0.846,
  "fp.dieW_um": 96.2,
  "cts-resized-gates": 0,
  "logic_area_mm2": 0.00187,
  "postCtsSetupBuffers": 0,
  "numCtsBuffers": 9,
  "tightest_slew_ps": 919,
  "yosys.stat.chipArea_mm2": 0.00355,
  "hold_path.class": "reg2reg",
  "fmax_ghz": 0.390,
  "synth_flops": 76,
  "leakage_nw": 1.23,
  "die_y_um": 96.2,
  "fin_crit_ps": 2570,
  "ant_nets": 0,
  "crit_path_end_kind": "register",
  "clock_tree.buffer_depth": 2,
  "drt_iter0_drc": 148,
  "synth_area_mm2": 0.00355,
  "vias": 2776,
  "grt_max_degree": 33,
  "post-route-period-util": 0.513,
  "synth.distinct_cells": 35,
  "yosys_cells": 418,
  "ir_drop_mv": 0.187,
  "nFillCells": 831,
  "rows": 33,
  "cts_num_sinks": 76,
  "wire_per_inst_um": 12.5,
  "grt_pass1_wl_um": 11400,
  "grt_overflow": 0,
  "lay_top_cells": "nor2_1, dfxtp_1, xnor2_1",
  "status": "finished clean",
  "grt_usage": 0.161,
  "grt_pass1_vias": 2528,
  "tns_ps": 0,
  "power_density_mw_per_mm2": 290,
  "slew_headroom": 0.383,
  "path_max_fanout": 32,
  "core_util_floorplan": 0.423,
  "netlist_instances": 418,
  "io_buffers": 10,
  "reg2reg_slack_ps": 2510,
  "viasPerCell": 5.18,
  "cts-root-buf": "clkbuf_8",
  "cp.required_ps": 5220,
  "crit_type": "in2reg",
  "firstDrtPassIters": 4,
  "regArea_mm2": 0.00152,
  "clock_latency_ps": 350
}
[routing by layer]
| layer | share of wire | track usage |
|---|---|---|
| met4 | 0.0097 | 0.0199 |
| met1 | 0.53 | 0.233 |
| met3 | 0.029 | 0.0386 |
| met2 | 0.43 | 0.256 |
| met5 | 0 | 0 |
[cell families (layout without fill, tap and decap cells)]
kind of cell | count (synthesis) | in the layout | synth area share
compound gates | 20 | 20 | 0.0427
simple gates | 229 | 229 | 0.323
xor+xnor | 60 | 60 | 0.148
fa+ha+maj | 4 | 4 | 0.0141
flops | 76 | 76 | 0.429
buf+inv | 29 | 42 | 0.0434
[state kept, by name, summed over array words and instances (netlist names)]
name and flops:
ctr4 32, present_state 12, ctr9 32
[cell type report]
type	instances	area share
clock inverter	4	0.0122
tap	105	0.0338
clock buffer	12	0.0399
multi-input combinational	313	0.481
inverter	15	0.0145
timing repair buffer	11	0.0276
sequential	76	0.391
[report_power, final]
part           internal, mW  switching [mW]
registers             0.608         0.00495
logic                0.0147          0.0257
clock network         0.256           0.218
total                 0.880           0.249
[worst max-delay path, cell delays in order]
cell and delay (ps):
clkdlybuf4s50_1 570, inv_1 80, a22o_1 230, or4_1 450, nand4_4 350, nor2_1 100
[cells in the mapped netlist, drive strengths merged]
cell type / instances
and3: 9
nor4b: 1
o211ai: 1
nand4b: 1
nand4: 26
or2: 3
xnor2: 34
a21oi: 8
o31a: 1
and2: 2
o22ai: 1
nand3: 22
xor2: 26
nor4: 21
and4: 4
nor3b: 2
a211o: 1
o31ai: 1
dfxtp: 76
clkbuf: 8
nor2b: 3
ha: 4
a22oi: 1
o32a: 1
nand2: 27
o21ai: 4
inv: 15
a22o: 1
nor2: 83
or3: 4
or4: 2
or4b: 1
buf: 6
nor3: 18
[worst paths after layout]
check             cells after the start          endpoint             start
setup / recovery                      6          ctr4[10]         ns_sensor
hold / removal                        1  present_state[0]  present_state[5]
setup reg to reg                      5          ctr9[25]          ctr9[18]
hold reg to reg                       1  present_state[0]  present_state[5]
[per-stage QoR]
step                instances  setup WS [ps]  cell area (um2)  hold slack, ps   util
detailed placement        520           2050             3690             433  0.440
global route              536           2260             3890             462  0.464
global placement          520           2080             3690             422  0.440
floorplan                 418           2860             3550             410      -
finish                    536           2430             3890             446  0.464
CTS                       536           2420             3890             450  0.464
